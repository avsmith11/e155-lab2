==> design/flow/design.v <==
module seg_encoder (
	input logic [3:0] s,
	output logic [6:0] seg
);
	always_comb
		case (s)
			4'h0: seg = ~(7'b0111111);
			4'h1: seg = ~(7'b0000110);
			4'h2: seg = ~(7'b1011011);
			4'h3: seg = ~(7'b1001111);
			4'h4: seg = ~(7'b1100110);
			4'h5: seg = ~(7'b1101101);
			4'h6: seg = ~(7'b1111101);
			4'h7: seg = ~(7'b0000111);
			4'h8: seg = ~(7'b1111111);
			4'h9: seg = ~(7'b1101111);
			4'ha: seg = ~(7'b1110111);
			4'hb: seg = ~(7'b1111100);
			4'hc: seg = ~(7'b0111001);
			4'hd: seg = ~(7'b1011110);
			4'he: seg = ~(7'b1111011);
			4'hf: seg = ~(7'b1110001);
			default: seg = ~(7'b0000001);
		endcase
endmodule
==> design/flow/run.sh <==
#!/bin/bash
# OpenROAD 26Q1-2900-gdf79404cd8, Yosys 0.63+post, stock flow scripts
make -C /OpenROAD-flow-scripts/flow DESIGN_CONFIG=/design/flow/config.mk WORK_HOME=/design/flow/orfs finish
==> design/flow/config.mk <==
export PLATFORM = sky130hd
export DESIGN_NAME = seg_encoder
export DESIGN_NICKNAME = seg_encoder
export VERILOG_FILES = /design/flow/design.v
export SDC_FILE = /design/flow/constraint.sdc
export NUM_CORES = 4
export LEC_CHECK = 1
export CORE_AREA = 10 10 70 70
export DIE_AREA = 0 0 80 80
==> design/flow/constraint.sdc <==
current_design seg_encoder

set clk_period 1.1
set clk_io_pct 0.2

create_clock -name clk0 -period $clk_period

set non_clock_inputs [all_inputs -no_clocks]
set_input_delay [expr $clk_period * $clk_io_pct] -clock clk0 $non_clock_inputs
set_output_delay [expr $clk_period * $clk_io_pct] -clock clk0 [all_outputs]
==> metrics.cfg <==
[final_layout]
layout.clock_buffers = 0
final-seq-area_um2 = 0
sequential_cell_total = 0
final_util_pct = 21.3
drive_above_1_share_pct = 80.3
mostFrequentLayoutCells = 11 x buf_4, 10 x buf_6, 7 x buf_2
area_growth_syn_to_layout_pct = 161
final_layout_top_logic_cell = buf_4

[timing]
final.setup.worst_slack_ns = -0.343
slew_at_the_pin_with_the_worst_max_slew_slack_ns = 0.160
min_period_over_period_pct = 131
hold_violations = 0
min_period_ns = 1.44
relSlewSlack_pct = 89.1
setup_viol_count_final = 7
fmax_mhz = 693
rsz0062_at_grt = true
drv_slew = 0
fin_setup_tns_ns = -1.70

[flow_run]
openroad_warnings = 41
cap_viol_max_count = 0

[detailed_routing]
wirelength_met1_um = 464
viasPerCell = 3.16
drc = 0
detailroute.wirelength.met3_um = 19
met2WireLength_um = 526
uppermost_layer_routed = met3
wirelength_mm = 1.01
post_drt_wl_per_cell_um = 9.44
detailedRoute.firstPassIterationCount = 1
vias = 338
route.antenna.remaining_nets = 0
drtIter0Drc = 0
antennaDiodeCount = 0

[power]
vdd_ir_drop_max_mv = 0.153
cellLeakagePower_nw = 0.334
p_per_area_mw_per_mm2 = 370

[global_route]
grt_overflow = 0
grt_max_degree = 6
track_usage_pct = 2.94
initial_antenna_violation_count = 0
first_global_vias = 359
wire_length_of_the_first_global_routing_pass_mm = 1.59

[die]
fp.dieW_um = 80
num_io_pins = 11
core_util_floorplan_pct = 8.17
core-area_mm2 = 0.00342
die_y_um = 80
chip_area_mm2 = 0.00640
num_rows = 21

[logic_synthesis]
synth.area.top_cells = ha_1 31%, mux2i_1 14%, mux4_1 9.4%
ys_area_um2 = 279
syn-mean-instance-area_um2 = 9.30
postSynthCellCount = 30
yosysCellCount = 30
synthesis.area_um2 = 279
netlist.area_leader.share_pct = 31.4
ys.warnings.count = 1
synth.yosys.seq_area_share_pct = 0
post-synth-top-area-cell = ha_1
synth_cell_type_count = 17

[cts]
cts.hold.buffers_added = 0

[critical_path]
crit_path_buf_inv_count = 3
timing.critical_path.fanout_max = 5
cp.arrival_ns = 1.22
crit_path_max_incr_delay_ns = 0.47
crit_top_cell = buf_8
path_delay_family = multiplexers
setup.worst_path.class = input pin to output port
slowest_stage = mux4_2
worstPathRequired_ns = 0.88
startpoint_type = input pin
critical_path.endpoint_type = output port
crit_path_cell_trace = buf_8 > buf_8 > ha_4 > mux4_2 > buf_2

[outcome]
outcome = complete, but fails checks
violated_checks = setup timing

[hold_path]
holdPathStages = 3
hold_path_end = seg[3]
hold_path_startpoint = s[3]
hold_path_class = input pin to output port

[placed_design]
gp_routability_congestion = 0.784
dp_hpwl_um = 712
numPortBuffers = 11

[kinds of logic (layout without fill, tap and decap cells)]
family	Yosys count	after routing	synth area share [%]
AOI/OAI and AO/OA	6	6	14.8
xor gates and xnor gates	1	1	3.14
adders and majority gates	7	7	31.4
buffers and inverters	5	36	9.86
muxes	7	7	33.2
and+or+nand+nor	4	4	7.62
[synthesized netlist by cell type]
cell / number
ha_1: 7
nor2b_1: 1
o22ai_1: 1
nor2_1: 1
a22o_1: 2
a21oi_1: 2
mux4_1: 1
buf_2: 1
nor3_1: 1
inv_1: 3
xnor2_1: 1
buf_6: 1
a21o_1: 1
nand2b_1: 1
mux2_4: 1
mux2_2: 1
mux2i_1: 4
[worst max path at each step]
stage | to | cells past startpoint | from | slack (ns)
CTS | seg[3] | 6 | s[1] | -0.33
global route | seg[3] | 5 | s[0] | -0.37
finish | seg[3] | 5 | s[0] | -0.34
[power breakdown]
group / total, mW / internal [mW] / switching, mW
logic: 0.269 / 0.171 / 0.0979
clock network: 0 / 0 / 0
registers: 0 / 0 / 0
[cell type report]
class                      count  area [um2]
timing repair buffer          33         304
multi-input combinational     25         339
inverter                       3        26.3
fill                         375        2690
tap                           46        57.6
[worst min-delay path: cells and delay by family]
kind / cells / cell delay, ns
muxes: 1 / 0.21
buffers and inverters: 2 / 0.18
[metal layers]
| layer | global-route usage [%] | vias up |
|---|---|---|
| li1 | - | 171 |
| met1 | 3.44 | 162 |
| met2 | 5.86 | 5 |
| met3 | 0.227 | 0 |
| met4 | 0 | 0 |
| met5 | 0 | - |
[metrics by stage]
stage	std cells	hold slack [ns]	setup WS (ns)	cell area, um2	total power [mW]
floorplan	30	0.533	-0.148	292	0.0776
global placement	98	1.55	-1.15	541	0.187
detailed placement	98	1.56	-1.17	541	0.190
CTS	103	0.849	-0.330	646	0.223
global route	107	0.874	-0.370	727	0.291
finish	107	0.844	-0.343	727	0.269
[repair_timing]
item / CTS / global route
endpoints found under the setup margin: 7 / 7
gates resized: 67 / 10
buffers inserted: 5 / 4
pin swaps: 9 / 7
Power is estimated from default activity; no workload was simulated.
