File: flow/design.v
module adder(input logic [3:0] s1, s2,
			  output logic [4:0] sum
);
	assign sum = ~(s1+s2);
endmodule
File: flow/run.sh
#!/bin/bash
# OpenROAD 26Q1-2900-gdf79404cd8, Yosys 0.63+post, stock flow scripts
make -C /OpenROAD-flow-scripts/flow DESIGN_CONFIG=/design/flow/config.mk WORK_HOME=/design/flow/orfs finish
File: flow/config.mk
export PLATFORM = sky130hd
export DESIGN_NAME = adder
export DESIGN_NICKNAME = adder
export VERILOG_FILES = /design/flow/design.v
export SDC_FILE = /design/flow/constraint.sdc
export NUM_CORES = 4
export LEC_CHECK = 1
export CORE_AREA = 10 10 70 70
export DIE_AREA = 0 0 80 80
File: flow/constraint.sdc
current_design adder

set clk_period 2.9
set clk_io_pct 0.2

create_clock -name clk0 -period $clk_period

set non_clock_inputs [all_inputs -no_clocks]
set_input_delay [expr $clk_period * $clk_io_pct] -clock clk0 $non_clock_inputs
set_output_delay [expr $clk_period * $clk_io_pct] -clock clk0 [all_outputs]
==> flow_summary.toml <==
# synthesis and place-and-route metrics
[setup_path]
startpoint_type = "input port"
required_ps = 2320
path_class = "input port to output pin"
cpPeakStageDelay_ps = 510
crit_arrival_ps = 2240
crit_end = "sum[1]"
cp_slowest_cell = "fa_2"
crit_fanout = 2
critPathCaptureType = "output pin"
crit_top_cell = "clkdlybuf4s50_1"
crit_start = "s1[0]"
crit_chain = "clkdlybuf4s50_1 -> ha_2 -> inv_1 -> fa_2 -> clkdlybuf4s50_1"

[placement]
dpl.cell_count = 75
gp_congestion = 0.616
portBuffers = 13
dp_hpwl_um = 500
dp_slack_ps = -37.5

[power]
p_int_uw = 34.2
p_clk_frac = 0
swShare = 0.305
switching_power_uw = 15.0
seq_power_share = 0
fin_total_pwr_uw = 49.2
ir_drop_v = 0.0000177
p_comb_frac = 1.000
powerDensity_nw_per_um2 = 150
p_leak_uw = 0.000149

[die]
rows = 21
die_width_um = 80
die_h_um = 80
coreArea_sq_um = 3420
chipArea_sq_um = 6400
fp-utilization = 0.0396
io-pin-count = 13

[detailed_routing]
viasPerCell = 1.95
wl_per_cell_um = 6.96
n_antenna_cell = 0
vias = 146
drt_iter0_drc = 0
drc = 0
antenna_left = 0
finalWirelength_um = 522
drtPass1Iterations = 1

[final_timing]
slew_violations = 0
fin_crit_ps = 2820
setup_ws_ps = 77.2
hold_violations = 0
rsz0062_at_grt = "no"
slew_headroom = 0.911
setup_tns_ps = 0
setup_viol_count_final = 0
post-route-period-util = 0.973
max_freq_mhz = 354
worst_pin_slew_ps = 134

[grt]
gr-total-overflow = 0
grt_pass1_vias = 161
grt_usage = 0.0157
grt_antenna_before_repair = 0
grt_max_degree = 4
grt_pass1_wl_um = 828

[job]
warnings = 32
cap_violations = 0

[synth]
yosysCellCount = 16
syn_area_per_cell_sq_um = 8.45
top_cell = "inv_1"
netlist.area_leader.share = 0.370
synth_area_sq_um = 135
yosysUniqueCellTypes = 7
yosys-top-cells-count = "inv_1, ha_1, a21o_1, xor2_1"
syn-instance-count = 16
yosysWarnings = 0
ys_seq_share = 0
top_area_cell = "ha_1"
ys_top_cells_by_area = "ha_1, fa_1, inv_1, xor2_1, a21o_1"
ys_area_sq_um = 135

[finish]
final-seq-area_sq_um = 0
num-clock-buffers = 0
numSequentialCells = 0
layout-drive-gt1-share = 0.103
syn_to_final_growth_pct = 144
utilization = 0.0963
final_cells = 75
comb_area_sq_um = 121
fillers = 409

[run_status]
outcome = "finished, final reports clean"

[min_path]
hold_path_depth = 4
hp-class = "input port to output pin"

[clock_network]
cts_hold_buf = 0
[worst min path at each step]
stage,start,end,slack [ps]
4_1_cts,s2[3],sum[4],2070
5_1_grt,s2[3],sum[3],2010
6_report,s2[3],sum[3],1950
[metrics by stage]
| step | hold slack, ps | area [sq um] |
|---|---|---|
| 4_1_cts | 2070 | 322 |
| 3_3_place_gp | 2190 | 323 |
| 2_1_floorplan | 1270 | 135 |
| 3_5_place_dp | 2190 | 323 |
| 5_1_grt | 2010 | 329 |
| 6_report | 1950 | 329 |
[routing by layer]
layer | global-route usage | part of all wire
met1 | 0.0199 | 0.40
met2 | 0.0273 | 0.47
met3 | 0.00455 | 0.14
met4 | 0 | 0
met5 | 0 | 0
[logic make-up (layout without fill, tap and decap cells)]
logic type	Yosys count	in the layout	share of synthesized area
adders and majority gates	5	5	0.519
buffers and inverters	5	18	0.139
AOI/OAI and AO/OA	4	4	0.213
xor gates and xnor gates	2	2	0.130
[cells in the final DEF, fill, tap and decap left out]
cell,Yosys,layout
clkdlybuf4s50_1,0,11
ha_1,4,3
fa_2,0,1
ha_2,0,1
xor2_1,2,2
dlygate4sd2_1,0,1
inv_1,5,5
a21o_1,2,2
a21oi_2,1,1
dlymetal6s2s_1,0,1
a21oi_1,1,1
[area by class of cell]
| class | instances | share of cell area |
|---|---|---|
| Timing Repair Buffer | 13 | 0.399 |
| Multi-Input combinational cell | 11 | 0.369 |
| Tap cell | 46 | 0.175 |
| Inverter | 5 | 0.0570 |
[power by group through the flow]
stage | registers (uW) | logic [uW] | clock network, uW
after CTS | 0 | 51.5 | 0
after global routing | 0 | 56.2 | 0
final | 0 | 49.2 | 0
[worst max-delay path, delay by kind of cell]
kind,cells,cell delay [ps]
fa+ha+maj,2,690
buf+inv,3,980
[what timing repair did]
action	4_1_cts	5_1_grt
gates resized	1	3
pin swaps	0	1
endpoints found under the setup margin	1	2
setup buffers	0	0
